==> flow/design.v <==
module ej6(
    input wire A,
    input wire B,
    input wire C,
    input wire D,
    output wire f,
    output wire fs,
    output wire fp,
    output wire g,
    output wire gs,
    output wire gp,
    output wire h,
    output wire hs,
    output wire hp
);
    assign f = ( (A | (~B & C)) & C );
    assign g = (A & ~B & C) | (~A & ~B) | (A & B & ~C & D);
    assign h = ( (A & B) | (C & D & ((A & ~B) | (C & D))) );
    assign fs = (~A & ~B & C) | (A & ~B & C) | (A & B & C);   
    assign fp = (A | B | C) & (A | ~B | C) & (A | ~B | ~C) & (~A | B | C) & (~A | ~B | C);
    assign gs = (~A & ~B & ~C & ~D) | (~A & ~B & ~C & D) | (~A & ~B & C & ~D) | (~A & ~B & C & D) | (A & ~B & C & ~D) | (A & ~B & C & D) | (A & B & ~C & D);
    assign gp = (A | ~B | C | D) & (A | ~B | C | ~D) & (A | ~B | ~C | D) & (A | ~B | ~C | ~D) & (~A | B | C | D) & (~A | B | C | ~D) & (~A | ~B | C | D) & (~A | ~B | ~C | D) & (~A | ~B | ~C | ~D);
    assign hs = (~A & ~B & C & D) | (~A & B & C & D) | (A & ~B & C & D) | (A & B & ~C & ~D) | (A & B & ~C & D) | (A & B & C & ~D) | (A & B & C & D);
    assign hp = (A | B | C | D) & (A | B | C | ~D) & (A | B | ~C | D) & (A | ~B | C | D) & (A | ~B | C | ~D) & (A | ~B | ~C | D) & (~A | B | C | D) & (~A | B | C | ~D) & (~A | B | ~C | D);
endmodule
==> flow/run.sh <==
#!/bin/bash
# OpenROAD 26Q1-2900-gdf79404cd8, Yosys 0.63+post, stock flow scripts
make -C /OpenROAD-flow-scripts/flow DESIGN_CONFIG=/design/flow/config.mk WORK_HOME=/design/flow/orfs finish
==> flow/config.mk <==
export PLATFORM = sky130hd
export DESIGN_NAME = ej6
export DESIGN_NICKNAME = ej6
export VERILOG_FILES = /design/flow/design.v
export SDC_FILE = /design/flow/constraint.sdc
export NUM_CORES = 4
export LEC_CHECK = 1
export CORE_AREA = 10 10 70 70
export DIE_AREA = 0 0 80 80
==> flow/constraint.sdc <==
current_design ej6

set clk_period 1.0
set clk_io_pct 0.2

create_clock -name clk0 -period $clk_period

set non_clock_inputs [all_inputs -no_clocks]
set_input_delay [expr $clk_period * $clk_io_pct] -clock clk0 $non_clock_inputs
set_output_delay [expr $clk_period * $clk_io_pct] -clock clk0 [all_outputs]
==> insert_results.sql <==
-- flow metrics import
INSERT INTO impl_metrics (metric_group, metric, value, unit) VALUES
('grt', 'grt_remaining_overflow', '0', ''),
('setup_path', 'critical_path_fanout_max', '3', ''),
('logic_synthesis', 'synth_area_per_cell', '8.37', 'um2'),
('outcome', 'violations', 'setup timing', ''),
('power_and_ir_drop', 'power.net_switching', '44.4', 'uW'),
('cells_and_area', 'synthToLayoutAreaGrowth', '211', '%'),
('final_timing', 'post-route-min-period', '1.11', 'ns'),
('grt', 'groute.usage.overall', '1.80', '%'),
('detailed_routing', 'drtIter0Drc', '1', ''),
('power_and_ir_drop', 'seqPwrFrac', '0', '%'),
('detailed_routing', 'drt-vias-per-instance', '2.23', ''),
('logic_synthesis', 'synth-cells-yosys', '13', ''),
('logic_synthesis', 'syn-cell-area', '109', 'um2'),
('cells_and_area', 'register_area', '0', 'um2'),
('floorplanning', 'boundaryPins', '13', ''),
('power_and_ir_drop', 'power_per_cell_area', '376', 'nW/um2'),
('setup_path', 'setup.worst_path.start_class', 'primary input', ''),
('detailed_routing', 'drt-total-wl', '638', 'um'),
('final_timing', 'min_period_over_period', '111', '%'),
('grt', 'grt_max_degree', '5', ''),
('placement', 'detailed_place.area', '337', 'um2'),
('cells_and_area', 'flop-count', '0', ''),
('outcome', 'status', 'finished with violations', ''),
('power_and_ir_drop', 'sw_frac_of_total', '34.9', '%'),
('power_and_ir_drop', 'power_report.internal_total', '83.0', 'uW'),
('cells_and_area', 'finalInstanceArea', '339', 'um2'),
('final_timing', 'unrepaired_setup_endpoints_after_global_routing', 'yes', ''),
('setup_path', 'setup.worst_path.end_class', 'output port', ''),
('placement', 'dpl_hpwl', '559', 'um'),
('setup_path', 'critical_path_class', 'in -> out', ''),
('floorplanning', 'placementRows', '21', ''),
('floorplanning', 'core_region_area', '3420', 'um2'),
('worst_hold_path', 'hold_end', 'hs', ''),
('floorplanning', 'initial_utilization', '3.19', '%'),
('worst_hold_path', 'hold_path.startpoint', 'B', ''),
('worst_hold_path', 'min_path_cells', '3', ''),
('cells_and_area', 'lay_top_count', 'sky130_fd_sc_hd__buf_2', ''),
('final_timing', 'max_slew_margin', '90.6', '%'),
('grt', 'antenna_found_initial', '0', ''),
('detailed_routing', 'num_antenna_cells', '0', ''),
('final_timing', 'worst-slew-pin-transition', '0.138', 'ns'),
('detailed_routing', 'post_detailed_route_drc_marker_count', '0', ''),
('placement', 'io_buf_count', '13', ''),
('detailed_routing', 'num_vias', '178', ''),
('setup_path', 'crit_arrival', '0.91', 'ns'),
('final_timing', 'setup_tns', '-0.114', 'ns'),
('logic_synthesis', 'syn-instance-count', '13', ''),
('grt', 'grt_pass1_wl', '897', 'um'),
('grt', 'grt_pass1_vias', '166', ''),
('cells_and_area', 'post_route_cells_drive_above_1_share', '85.3', '%'),
('run', 'log.warning_count', '34', ''),
('placement', 'globalplace.congestion', '0.756', ''),
('cells_and_area', 'highest_count_cells_in_the_layout_ignoring_fill_and_taps', 'sky130_fd_sc_hd__buf_2, sky130_fd_sc_hd__buf_4, sky130_fd_sc_hd__buf_6', ''),
('worst_hold_path', 'worstHoldPathType', 'in -> out', ''),
('logic_synthesis', 'ys_area', '109', 'um2'),
('final_timing', 'finalHoldViolCount', '0', ''),
('logic_synthesis', 'total_of_warnings_raised_by_yosys', '0', ''),
('logic_synthesis', 'ys_seq_share', '0', '%'),
('power_and_ir_drop', 'max-vdd-ir-drop', '0.0889', 'mV'),
('final_timing', 'max_freq', '905', 'MHz'),
('detailed_routing', 'drtPass1Iterations', '2', ''),
('power_and_ir_drop', 'comb_power_share', '100.0', '%'),
('floorplanning', 'die_area', '6400', 'um2'),
('cells_and_area', 'clockBufferCount', '0', ''),
('power_and_ir_drop', 'power_frac_clock', '0', '%'),
('placement', 'place_worst_setup_slack', '-0.822', 'ns'),
('detailed_routing', 'postRouteAntennaNets', '0', ''),
('setup_path', 'worst_setup_path_startpoint', 'C', ''),
('logic_synthesis', 'yosys.cell_types.count', '7', ''),
('setup_path', 'worst-endpoint-required', '0.80', 'ns'),
('final_timing', 'setup_viol', '2', ''),
('detailed_routing', 'wire_per_inst', '7.98', 'um'),
('run', 'maxCapViolations', '0', ''),
('final_timing', 'finalMaxSlewViolations', '0', ''),
('floorplanning', 'die_height', '80', 'um'),
('power_and_ir_drop', 'p_leak', '0.000159', 'uW'),
('floorplanning', 'die_w', '80', 'um'),
('final_timing', 'timing.final.ws_setup', '-0.106', 'ns');
[cells in the mapped netlist, drive strengths merged]
cell    n  area, um2
a21boi  3       22.5
a22o    3       30.0
buf     1       5.00
inv     1       3.75
mux2i   3       30.0
nand2   1       3.75
nor2b   1       13.8
[cells by family (layout without fill, tap and decap cells)]
| kind of cell | count (synthesis) | in the layout | share of synthesized area, % |
|---|---|---|---|
| AND-OR/OR-AND | 6 | 6 | 48.3 |
| AND/OR/NAND/NOR | 2 | 2 | 16.1 |
| multiplexers | 3 | 3 | 27.6 |
| buffers and inverters | 2 | 23 | 8.04 |
[power groups by stage]
stage	combinational (uW)	sequential (uW)	clock (uW)
after CTS	126	0	0
after global routing	138	0	0
final	127	0	0
[area by class of cell]
class                      count  area (um2)
multi-input combinational     11         115
inverter                       1        3.75
tap                           46        57.6
timing repair buffer          22         163
fill                         405        3080
[routing by layer]
metal / vias up / global-route usage (%) / part of all wire [%]
li1: 91 / - / -
met1: 80 / 2.57 / 49
met2: 7 / 2.65 / 44
met3: 0 / 0.682 / 7.7
met4: 0 / 0 / 0
met5: - / 0 / 0
[worst max-delay path, cell delays in order]
cell and delay [ns]:
sky130_fd_sc_hd__buf_8 0.10, sky130_fd_sc_hd__nor2b_4 0.11, sky130_fd_sc_hd__buf_6 0.10, sky130_fd_sc_hd__buf_6 0.08
sky130_fd_sc_hd__mux2i_2 0.19, sky130_fd_sc_hd__buf_2 0.12
[worst max-delay path by stage]
stage	cells after the start	slack [ns]	endpoint
4_1_cts	6	-0.11	g
5_1_grt	6	-0.17	g
6_report	6	-0.11	g
[what timing repair did]
| action | CTS | global route |
|---|---|---|
| pin swaps | 1 | 0 |
| setup endpoints to repair | 9 | 8 |
| setup buffers | 4 | 0 |
| resized | 54 | 4 |
| hold buffers | 0 | 0 |
| cloned | 0 | 0 |
[through the flow]
stage / power (uW) / utilization (%) / hold slack, ns / std cells
2_1_floorplan: 30.6 / - / 0.480 / 13
3_3_place_gp: 130 / 9.85 / 1.45 / 77
3_5_place_dp: 131 / 9.85 / 1.44 / 77
4_1_cts: 126 / 9.96 / 0.785 / 81
5_1_grt: 138 / 9.93 / 0.752 / 80
6_report: 127 / 9.93 / 0.735 / 80
Power is estimated from default activity; no workload was simulated.
