File: flow/run.sh
#!/bin/bash
# OpenROAD 26Q1-2900-gdf79404cd8, Yosys 0.63+post, stock flow scripts
make -C /OpenROAD-flow-scripts/flow DESIGN_CONFIG=/design/flow/config.mk WORK_HOME=/design/flow/orfs finish
File: flow/constraint.sdc
current_design ej4

set clk_period 1.0
set clk_io_pct 0.2

create_clock -name clk0 -period $clk_period

set non_clock_inputs [all_inputs -no_clocks]
set_input_delay [expr $clk_period * $clk_io_pct] -clock clk0 $non_clock_inputs
set_output_delay [expr $clk_period * $clk_io_pct] -clock clk0 [all_outputs]
File: flow/config.mk
export PLATFORM = sky130hd
export DESIGN_NAME = ej4
export DESIGN_NICKNAME = ej4
export VERILOG_FILES = /design/flow/design.v
export SDC_FILE = /design/flow/constraint.sdc
export NUM_CORES = 4
export LEC_CHECK = 1
export CORE_AREA = 10 10 70 70
export DIE_AREA = 0 0 80 80
File: flow/design.v
module ej4(
    input wire A,
    input wire B,
    input wire C,
    input wire D,
    input wire E,
    input wire F,
    output wire f,
    output wire fb,
    output wire g,
    output wire gb,
    output wire h,
    output wire hb
);
    assign f = ~(A&~B | ~C&D | E&F );
    assign fb = (~A|B) & (C|~D) & (E|~F);
    assign g = ~(~(A|B&~C) | D&~(E|~F));
    assign gb = (A|B&~C) & (~D|(~E&~F));
    assign h = ~(~(A&B)&(C&D | ~E&F)&(~(A&B) | ~(C&D)));
    assign hb = (A&B) | ((~D|~C)&(E|~F)) | ((~A|B) & (C&D));
endmodule
==> README.md <==
| Stage | Result | Value |
|:---|:---|:---|
| status | Outcome | finished with violations |
| status | Violated checks | setup timing |
| critical path | Crit path max-delay family | AND-OR/OR-AND gates |
| global routing | Number of global-route vias before repair | 167 |
| hold path | Worst min-delay path category | in2out |
| synthesis | Chip area line of the yosys report | 97.6 um2 |
| critical path | Arrival time of data at the critical path endpoint | 800 ps |
| place | Placed Cells | 74 |
| final timing | Setup-violating endpoint count in the final report | 1 |
| final timing | Number of pins with negative max-slew slack in the final report | 0 |
| final layout | Fraction of final layout cells sized beyond drive strength 1 | 0.714 |
| detailed routing | Total number of vias | 169 |
| synthesis | Mapped Area | 97.6 um2 |
| critical path | Endpoint type of the worst setup path | output pin |
| power | Maximum ir drop on the vdd rail | 0.0315 mV |
| place | Area of placed instances | 290 um2 |
| detailed routing | Detailed Route Iter0 Violations | 2 |
| final timing | Setup Total Neg Slack | -0.441 ps |
| detailed routing | Post-Route WL | 519 um |
| final layout | Commonest cells after routing, fill and taps aside | buf_2 (5), buf_4 (4) |
| flow run | Tool warnings | 34 |
| final timing | Top achievable clock speed | 1000 MHz |
| final timing | Worst-case setup margin in the final layout | -0.441 ps |
| power | Cell area power density | 363 nW/um2 |
| final timing | Fin crit period | 1000 ps |
| final layout | Commonest Layout Cell | buf_2 |
| detailed routing | Detailed-router iteration count before antenna repair | 4 |
| detailed routing | Antenna Nets Post-Route | 0 |
| detailed routing | Via/cell ratio | 2.28 |
| global routing | Number of antenna violations at the first check in global routing | 0 |
| final timing | WHS | 659 ps |
| synthesis | Warnings, synthesis | 0 |
| die | Init Core Util | 0.0286 |
| place | HPWL Detailed | 444 um |
| critical path | Chain of cells forming the critical path | buf_8 > inv_4 > a222oi_1 > buf_2 |
| die | Top Ports | 12 |
| die | Die width | 80 um |
| final timing | Final hold viol count | 0 |
| final layout | Storage cell area | 0 um2 |
| critical path | Critical path class | in2out |
| final layout | # clk buffers | 0 |
| global routing | Total congestion overflow | 0 |
| synthesis | Post-synthesis area per instance | 6.97 um2 |
| global routing | Largest net degree at the start of global routing | 6 |
| flow run | Max cap viols | 0 |
| final layout | Syn-to-layout area delta | 190% |
| die | Die Footprint | 6400 um2 |
| clock tree | Cts-stage hold buffer count | 0 |
| final layout | Final std cell area, no fill | 283 um2 |
| critical path | Cell with the largest stage delay on the worst path | a222oi_1 |
| critical path | CP Max Fanout | 3 |
| place | Global placer's final weighted congestion | 0.728 |
| detailed routing | Remaining design rule violation count | 0 |
| final layout | Number of filler instances in the final layout | 412 |
| critical path | Critical path required time | 800 ps |
| power | Leakage power figure | 0.115 nW |
| final layout | Core Util, Final | 0.0828 |
| die | Cell row count | 21 |
| final timing | Actual transition at the worst max-transition pin | 296 ps |
| final timing | Period Utilization, post-route | 1.00 |
| detailed routing | Average wire per standard cell | 7.01 um |
| synthesis | Number of instances in the synthesized netlist | 14 |
| critical path | Critical path buffer and inverter count | 3 |
| global routing | Total global routing track utilization | 0.0143 |
| global routing | First-pass GRT wire length | 793 um |
| final layout | Footprint of the multi-input gates | 113 um2 |
| place | Port buffer count | 12 |
| final layout | Final Non-Filler Cells | 74 |
| synthesis | Yosys cell count | 14 |
| die | Height of the die | 80 um |
| final layout | Number of flip-flops and latches | 0 |
| critical path | Element type at the critical path start | input port |
| detailed routing | N_diodes | 0 |
| die | Standard cell core area | 3420 um2 |
| synthesis | Post-synthesis sequential area ratio | 0 |
| synthesis | Count of cell types in the netlist | 12 |
| final timing | Slew HR | 0.802 |
| critical path | CP peak stage delay | 340 ps |
| final timing | Unrepaired setup endpoints after global routing | yes |
-- synthesized netlist by cell type (all sizes together) --
cell type  number  area share
a221oi          1       0.090
a222oi          1        0.10
a2bb2oi         1       0.090
and2            1       0.064
inv             2       0.077
nand2           1       0.038
nand3b          1       0.077
nor2b           2        0.21
o211ai          1       0.077
o21a            1       0.077
o21ai           2        0.10
-- kinds of logic (layout without fill, tap and decap cells) --
group	count (synthesis)	count (layout)	synth area share
AOI/OAI and AO/OA	7	7	0.539
and+or+nand+nor	5	5	0.385
buffers and inverters	2	16	0.0770
-- where the power goes --
part           total, mW  leakage [nW]  internal (mW)  switching, mW
sequential             0             0              0              0
combinational      0.103         0.115         0.0639         0.0387
clock                  0             0              0              0
total              0.103         0.115         0.0639         0.0387
-- repair_timing --
item,CTS,global route
buffers inserted,0,0
resized,51,7
pin swaps,4,3
cloned,0,0
endpoints found under the setup margin,6,5
hold endpoints to repair,0,0
-- final cells by class --
class	instances	area share
Multi-Input combinational cell	12	0.398
Tap cell	46	0.204
Timing Repair Buffer	14	0.363
Inverter	2	0.0354
-- final timing paths --
path                  depth (start not counted)  end  startpoint
worst max-delay path                          4    f           B
worst min-delay path                          3   fb           A
-- through the flow --
stage          total power, mW  setup WS [ps]
2_1_floorplan           0.0251            345
3_3_place_gp             0.109           -867
3_5_place_dp             0.109           -837
4_1_cts                  0.100          -38.4
5_1_grt                  0.114          -80.1
6_report                 0.103         -0.441
-- layer usage --
| layer | part of all wire | track usage |
|---|---|---|
| met5 | 0 | 0 |
| met4 | 0 | 0 |
| met3 | 0.18 | 0.00795 |
| met2 | 0.41 | 0.0233 |
| met1 | 0.41 | 0.0171 |
Power and IR drop assume default switching activity.
