===== design/flow/design.v =====
module ej9(
    input wire A,
    input wire B,
    input wire C,
    input wire D,
    input wire E,
    output wire f,
    output wire g,
    output wire h,
    output wire i,
    output wire fk,
    output wire gk,
    output wire hk,
    output wire ik
);  
    assign f = (A & ~B & C) | (~A & B & ~C) | (A & B & C);
    assign fk = (~A & B & ~C) | (A & C);
    assign g = (A | ~B) & (A | ~B | ~C) & (B | C | ~D) & (~A | B | ~C |D);
    assign gk =  (~B&~C&~D) | (A&B) | (~A&~B&C) | (~B&C&D);
    assign h = (A | B | C) & (~A | ~B | ~C) & (A | ~B | C);
    assign hk = (A&~C) | (A&~B) | (~A&C);
    assign i = (~A & B & ~C & D & ~E) | (~A & ~B & ~C & D & E) | (A & ~B & ~C & D & E) | (A & B & ~C & ~D & ~E) |
           (~A & B & C & D & ~E) | (~A & B & C & ~D & E) | (~A & ~B & ~C & ~D & ~E) | (~A & ~B & C & D & E) |
           (A & B & ~C & D & ~E) | (A & B & ~C & D & E);
    assign ik = ~A&~B&~C&~D&~E | ~A&B&C&~D&E | A&B&~C&~E | A&B&~C&D | ~A&B&D&~E | ~B&~C&D&E | ~A&~B&D&E;
endmodule

===== design/flow/run.sh =====
#!/bin/bash
# OpenROAD 26Q1-2900-gdf79404cd8, Yosys 0.63+post, stock flow scripts
make -C /OpenROAD-flow-scripts/flow DESIGN_CONFIG=/design/flow/config.mk WORK_HOME=/design/flow/orfs finish

===== design/flow/config.mk =====
export PLATFORM = sky130hd
export DESIGN_NAME = ej9
export DESIGN_NICKNAME = ej9
export VERILOG_FILES = /design/flow/design.v
export SDC_FILE = /design/flow/constraint.sdc
export NUM_CORES = 4
export LEC_CHECK = 1
export CORE_AREA = 10 10 70 70
export DIE_AREA = 0 0 80 80

===== design/flow/constraint.sdc =====
current_design ej9

set clk_period 2.1
set clk_io_pct 0.2

create_clock -name clk0 -period $clk_period

set non_clock_inputs [all_inputs -no_clocks]
set_input_delay [expr $clk_period * $clk_io_pct] -clock clk0 $non_clock_inputs
set_output_delay [expr $clk_period * $clk_io_pct] -clock clk0 [all_outputs]

==> GITHUB_STEP_SUMMARY <==
### Yosys + OpenROAD results

| Metric | Value |
|---|---|
| FF/Latch Area | `0 µm²` |
| Yosys warnings | `0` |
| Fmax | `0.497 GHz` |
| Cell total in the yosys stat output | `24` |
| Width of the die | `80 µm` |
| Peak supply drop | `0.0000224 V` |
| Drt first-iter violations | `4` |
| Fp util | `0.0392` |
| CP startpoint | `A` |
| Routed WL | `698 µm` |
| Avg Cell Area, Syn | `5.58 µm²` |
| Chip Area, Yosys | `134 µm²` |
| Internal Power | `0.0000388 W` |
| Kind of critical path | `in2out` |
| Setup crit start kind | `input port` |
| Synth Instances | `24` |
| FF+latch count | `0` |
| IO Count | `13` |
| GRT overflow | `0` |
| Tightest Pin Transition | `259 ps` |
| Biggest area cells | `nand2_1, o32ai_1, o21ai_1` |
| Post-synth seq share | `0` |
| Sw frac | `0.385` |
| P_sw | `0.0000243 W` |
| Port Buf Inserts | `13` |
| RSZ-0062 raised after global routing | `false` |
| Pwr dens | `169 nW/µm²` |
| Routed WL per cell | `8.02 µm` |
| Arrival time at the worst endpoint | `1590 ps` |
| Vias | `242` |
| HP Start | `A` |
| Post-Syn Area | `134 µm²` |
| Die H | `80 µm` |
| All-Layer GR Usage | `0.0178` |
| Sequential share of power | `0` |
| Fin worst setup slack | `86.8 ps` |
| Outcome | `complete, no violations` |
| Setup WS pre-CTS | `-381 ps` |
| Area delta synth->final | `179%` |
| Count leader, synth | `nand2_1` |
| Synth unique cells | `13` |
| Layout cell share with drive strength beyond 1 | `0.244` |
| Core Region | `3420 µm²` |
| Filler instances | `408` |
| Largest net degree at the start of global routing | `9` |
| Gate Area | `134 µm²` |
| Area leader, netlist | `nand2_1` |
| Logic pwr share | `1.000` |
| DR vias/cell | `2.78` |
| Dpl hpwl | `569 µm` |
| Hold endpoint | `gk` |
| Routed Antenna Nets | `0` |
| Row count | `21` |
| Post-CTS Setup Bufs | `0` |
| Hold Vio Cnt, Final | `0` |
| Critical Path Sink Type | `primary output` |
| Worst-path maximum fanout | `8` |
| Gp weighted congestion | `0.667` |
| DR pass1 iterations | `4` |
| Tcrit/Tclk final | `0.959` |
| Number of remaining DRC errors | `0` |
| Hold Path Cell Cnt | `5` |
| Clock power share | `0` |
| Hold Crit Class | `in2out` |
| Slew HR | `0.826` |
| Layout Cells excl Fill | `87` |
| OpenROAD warnings | `32` |
| Fin. max-slew vios | `0` |
| Max-cap viol count | `0` |
| Die ar. | `6400 µm²` |
| Crit path DRT | `1680 ps` |
| P_leak | `0.171 nW` |
| Final min period | `2010 ps` |
| Fin util | `0.109` |
| Initial antenna violation count | `0` |
| Global-route wire length before repair | `938 µm` |
| Top cells by count | `nand2_1, nor2_1, o21ai_1` |
| Top cell area share | `0.140` |
| # clk buffers | `0` |
| DP Cell Count | `87` |
| Vias in the first global route | `185` |
| Antenna cells | `0` |
| Final Setup Violations | `0` |
area by class of cell:
class / instances / area share
tap: 46 / 0.154
multi-input combinational: 21 / 0.359
timing repair buffer: 19 / 0.477
inverter: 1 / 0.0101
through the flow:
step / hold slack [ps] / total power (W) / cell area, µm² / TNS, ps
5_1_grt: 1530 / 0.0000703 / 373 / 0
3_3_place_gp: 1950 / 0.0000693 / 358 / -1690
4_1_cts: 1540 / 0.0000661 / 367 / 0
3_5_place_dp: 1960 / 0.0000695 / 358 / -1790
2_1_floorplan: 878 / 0.0000194 / 134 / 0
6_report: 1460 / 0.0000631 / 373 / 0
logic make-up after synthesis:
family,count (synthesis),share of synthesized area
mux,1,0.0841
compound gates,8,0.393
simple gates,12,0.430
buf+inv,3,0.0934
worst max-delay path: stages:
cell	delay [ps]
dlygate4sd2_1	270
buf_6	140
nor2_2	140
nand2_1	80
nand2_1	70
clkdlybuf4s50_1	460
what timing repair did:
item | in CTS | in global routing
pin swaps | 1 | 0
resized | 14 | 3
hold buffers | 0 | 0
cloned | 0 | 0
setup endpoints to repair | 8 | 2
worst max-delay path by stage:
stage         end  slack (ps)  cells after the start
CTS             g          80                      6
global route    f          20                      6
finish         fk          90                      6
power by group through the flow:
stage	Combinational (W)	Clock, W	Sequential, W
CTS	0.0000661	0	0
finish	0.0000631	0	0
global route	0.0000703	0	0
routing by layer:
| metal | GRT usage | vias to the layer above | part of all wire |
|---|---|---|---|
| met4 | 0 | 0 | 0 |
| met2 | 0.0305 | 8 | 0.46 |
| met3 | 0.00568 | 0 | 0.080 |
| met5 | 0 | - | 0 |
| li1 | - | 124 | - |
| met1 | 0.0224 | 110 | 0.46 |
placed cells by master (no fill, tap or decap):
cell and instances:
buf_6 2, nor4_2 1, clkdlybuf4s15_1 1, a21oi_1 1
o211a_1 1, inv_1 1, nor2_2 1, dlygate4sd2_1 8
clkdlybuf4s50_1 2, a21oi_2 1, buf_4 4, nor2_1 2
mux2_2 1, nand3b_1 2, o32ai_1 2, dlymetal6s2s_1 2
and3_1 1, o21ai_1 3, nand2_1 5
Power and IR drop assume default switching activity.
